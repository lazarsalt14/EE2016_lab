File: flow/config.mk
export PLATFORM = sky130hd
export DESIGN_NAME = clk_divider
export DESIGN_NICKNAME = clk_divider
export VERILOG_FILES = /design/flow/design.v
export SDC_FILE = /design/flow/constraint.sdc
export NUM_CORES = 4
export LEC_CHECK = 1
export CORE_AREA = 10 10 70 70
export DIE_AREA = 0 0 80 80
File: flow/constraint.sdc
current_design clk_divider

set clk_period 1.7
set clk_io_pct 0.2

create_clock -name clk0 -period $clk_period [get_ports {inClk}]

set non_clock_inputs [all_inputs -no_clocks]
set_input_delay [expr $clk_period * $clk_io_pct] -clock clk0 $non_clock_inputs
set_output_delay [expr $clk_period * $clk_io_pct] -clock clk0 [all_outputs]
File: flow/design.v
module clk_divider (inClk,reset,outClk);
input inClk;
input reset;
output outClk;
reg outClk;
reg [3:0]clockCount;
reg [3:0]v;
always @(negedge reset or posedge inClk)
    begin
    if (reset == 1'b0)
    begin
        clockCount<=4'b0000;
        outClk<=1'b0;
        v<=4'b0100;
    end
    else
    begin
        clockCount<=clockCount+1;
        if (clockCount[3:0]==v[3:0])
        begin
            clockCount<=4'b0000;
            outClk <= ~outClk;
        end
    end
end
endmodule
File: flow/run.sh
#!/bin/bash
# OpenROAD 26Q1-2900-gdf79404cd8, Yosys 0.63+post, stock flow scripts
make -C /OpenROAD-flow-scripts/flow DESIGN_CONFIG=/design/flow/config.mk WORK_HOME=/design/flow/orfs finish
==> impl_metrics.py <==
# Physical implementation metrics
metrics = {
    "global_routing": {
        "grt_max_degree": 6,
        "grtUsageTotal": 0.01604,
        "antenna_found_initial": 0,
        "grt_pass1_wl_um": 738,
        "first_global_vias": 180,
        "overflow": 0,
    },
    "floorplanning": {
        "die_h_um": 80,
        "die_w_um": 80,
        "dieArea_mm2": 0.006400,
        "initCoreUtil": 0.06850,
        "rows": 21,
        "coreArea_mm2": 0.003416,
        "ioPinCount": 3,
    },
    "synth": {
        "yosysUniqueCellTypes": 13,
        "syn-cell-area_um2": 234.0,
        "syn_inst": 19,
        "synth_flops": 5,
        "top_area_frac": 0.5348,
        "edf_count": 0,
        "postSynthSeqShare": 0.5348,
        "common_cells": "5 x dfrtp_1, 2 x ha_1, 2 x inv_1",
        "flop_cell": "dfrtp_1",
        "yosysCellCount": 19,
        "postSynth.asyncResetShare": 1.000,
        "yosysMostFrequentCell": "dfrtp_1",
        "ys_warn_count": 1,
        "avgSynthCellArea_um2": 12.31,
        "ys_area_um2": 234.0,
        "yosys-top-cells-area": "dfrtp_1 53%, ha_1 11%, mux2_4 6.4%",
        "top_area_cell": "dfrtp_1",
    },
    "worst_hold_path": {
        "hold_path.class": "in -> async",
    },
    "cells_and_area": {
        "drive_above_1_share": 0.2400,
        "final_cells": 71,
        "nFillCells": 405,
        "final_util": 0.09890,
        "syn_to_final_growth_pct": 44.39,
    },
    "setup_path": {
        "crit_path_top_delay_cell": "clkdlybuf4s50_1",
        "crit_required_ns": 1.36,
        "arrival_ns": 1.06,
        "crit_fanout": 2,
        "path_class": "reg -> out",
        "reg2reg_from": "clockCount[0]",
        "critical-path-top-delay-family": "buffers and inverters",
        "reg2reg_depth": 4,
        "r2r_end": "clockCount[3]",
        "cp_cell_sequence": "clkdlybuf4s50_1",
        "cp-end-kind": "primary output",
        "critical_path_buf_inv_count": 1,
        "reg2reg_slack_ns": 0.60,
        "cpPeakStageDelay_ns": 0.47,
        "critical_path.startpoint_type": "flop",
    },
    "routing": {
        "routed-via-count": 168,
        "highest_layer": "met3",
        "wl_um": 397,
        "diodes": 0,
        "vias_per_cell": 2.366,
        "drc": 0,
        "drtIter0Drc": 16,
        "wl_met3_um": 97,
        "dr.pass1.iters": 5,
        "m1WireLength_um": 147,
        "wl_per_cell_um": 5.592,
        "ant_nets": 0,
        "wl_met2_um": 152,
    },
    "timing": {
        "rsz0062_at_grt": "no",
        "setup_viol": 0,
        "period_used_share": 0.8246,
        "timing.hold.ws_ns": 0.3234,
        "setup_tns_ns": 0,
        "skew_ns": 0.004601,
        "tightest_slew_ns": 0.2358,
        "final_period_minus_worst_setup_slack_ns": 1.402,
        "fmax_ghz": 0.7134,
        "timing.slew.headroom": 0.8423,
        "hold_violations": 0,
        "maxSlewViolCount": 0,
    },
    "power": {
        "power.total_mw": 0.2583,
        "power_density_mw_per_mm2": 764.6,
        "seqPwrFrac": 0.463,
        "p_leak_nw": 0.1462,
        "cellInternalPower_mw": 0.2101,
        "p_sw_mw": 0.04816,
        "p_comb_frac": 0.017,
        "switching_share": 0.1865,
        "ir_drop_mv": 0.1379,
        "p_clk_frac": 0.521,
    },
    "placed_design": {
        "routabilityCongestion": 0.6788,
        "hpwl_um": 318.3,
        "io_buffers": 2,
        "dp.cells": 67,
    },
    "cts": {
        "cts_setup_buffers": 0,
        "clkLatencyLatePin_ns": 0.24,
        "cts.path.max_buffers": 2,
        "cts_num_sinks": 5,
        "cts_tree": "yes",
        "cts-buffers-inserted": 3,
        "htreeDepth": 1,
        "clkSlewWorstSetupHoldPaths_ns": 0.04,
        "postCtsHoldBufs": 0,
        "cts-root-buf": "clkbuf_4",
        "postCtsResizedCells": 0,
    },
    "flow_run": {
        "drv_cap": 0,
        "tool_warnings": 26,
    },
    "status": {
        "status": "finished, final reports clean",
    },
}
-- cell families after synthesis --
group	after synthesis	synth area share
buffers and inverters	2	0.03210
AND-OR/OR-AND	2	0.04274
XOR/XNOR	1	0.03744
multiplexers	1	0.06415
AND/OR/NAND/NOR	6	0.1819
flip-flops	5	0.5348
adder cells (fa/ha/maj)	2	0.1069
-- metrics by stage --
| step | area (µm²) | setup slack (ns) |
|---|---|---|
| after CTS | 337.8 | 0.2800 |
| after global placement | 311.5 | 0.5537 |
| final | 337.8 | 0.2982 |
| after floorplan | 234.0 | 0.6685 |
| after detailed placement | 311.5 | 0.5445 |
| after global routing | 337.8 | 0.2604 |
-- flip-flops by register name, summed over array words and instances, names as in the netlist --
signal	cells
clockCount	4
outClk	1
-- area by class of cell --
cell class	count	area, µm²	area share
Sequential cell	5	125.1	0.3704
Tap cell	46	57.56	0.1704
Inverter	2	7.507	0.02222
Multi-Input combinational cell	12	101.3	0.3000
Clock buffer	4	26.28	0.07778
Timing Repair Buffer	2	20.02	0.05926
-- worst max-delay path by stage --
stage | from | endpoint | slack [ns] | cells past startpoint
4_1_cts | outClk | outClk | 0.28 | 1
5_1_grt | outClk | outClk | 0.26 | 1
6_report | outClk | outClk | 0.30 | 1
-- per-layer routing --
metal  vias up  GRT usage
met1        83    0.01343
met2         9    0.01926
met4         0   0.003521
met5         -          0
met3         0    0.02614
li1         76          -
-- layout by cell type, fill, tap and decap left out, drive strengths merged --
cell type,instances
dfrtp,5
clkbuf,4
inv,2
ha,2
clkdlybuf4s50,2
nand2b,2
nor2b,1
a21oi,1
o21ai,1
nor2,1
nand3,1
mux2,1
nand3b,1
xnor2,1
-- power by group through the flow --
stage	Clock (mW)	Sequential, mW	Combinational [mW]
4_1_cts	0.140	0.120	0.00437
5_1_grt	0.155	0.119	0.00487
6_report	0.134	0.120	0.00430
No activity file was given, so power comes from the tool's default toggle rates.
